## /design/flow/design.v

```verilog
`timescale 1ms / 1us
module sevenseg(
    input CLK, RST, 
    input [3:0] I0, 
    input [3:0] I1, 
    input [3:0] I2, 
    input [3:0] I3, 
    input [3:0] I4, 
    input [3:0] I5,
    input [3:0] I6, 
    input [3:0] I7,
    output sA, sB, sC, sD, sE, sF, sG, DP,
    output [7:0] AN
    );
    reg [3:0] sseg;
    reg [6:0] seg_temp;
    reg [7:0] an_temp;
    reg [2:0] count;
        always @(posedge CLK or posedge RST)
            begin
                if(RST) begin
                    count <= 3'b0;
                end
                else begin
                    count = count + 1;
                end
            end
    always@(*)
      begin
        case (count)
            3'h0: 
             begin
                sseg = I0;
                an_temp = 8'b11111110;
             end
             3'h1:
              begin
                sseg = I1;
                an_temp = 8'b11111101;
              end
             3'h2:
              begin
                sseg = I2;
                an_temp = 8'b11111011;
              end
             3'h3:
              begin
                sseg = I3;
                an_temp = 8'b11110111;
              end
             3'h4:
              begin
                sseg = I4;
                an_temp = 8'b11101111;
              end
             3'h5:
              begin
                sseg = I5;
                an_temp = 8'b11011111;
              end
             3'h6:
              begin
                sseg = I6;
                an_temp = 8'b10111111;
              end
             3'h7:
              begin
                sseg = I7;
                an_temp = 8'b01111111;
              end
          endcase
      end
    assign AN = an_temp;
    always@(*)   
        case (sseg)
            4'h0: seg_temp = 7'b0000001;   
            4'h1: seg_temp = 7'b1001111;   
            4'h2: seg_temp = 7'b0010010;   
            4'h3: seg_temp = 7'b0000110;   
            4'h4: seg_temp = 7'b1001100;   
            4'h5: seg_temp = 7'b0100100;   
            4'h6: seg_temp = 7'b0100000;   
            4'h7: seg_temp = 7'b0001111;   
            4'h8: seg_temp = 7'b0000000;   
            4'h9: seg_temp = 7'b0001100;   
            4'ha: seg_temp = 7'b0001000;   
            4'hb: seg_temp = 7'b1100000;   
            4'hc: seg_temp = 7'b0110001;   
            4'hd: seg_temp = 7'b1000010;   
            4'he: seg_temp = 7'b0110000;   
            4'hf: seg_temp = 7'b0111000;   
            default: seg_temp = 7'b1111110;  
        endcase
    assign {sA, sB, sC, sD, sE, sF, sG} = seg_temp;
    assign DP = 1'b1;
endmodule
```

## /design/flow/run.sh

```bash
#!/bin/bash
# OpenROAD 26Q1-2900-gdf79404cd8, Yosys 0.63+post, stock flow scripts
make -C /OpenROAD-flow-scripts/flow DESIGN_CONFIG=/design/flow/config.mk WORK_HOME=/design/flow/orfs finish
```

## /design/flow/config.mk

```make
export PLATFORM = sky130hd
export DESIGN_NAME = sevenseg
export DESIGN_NICKNAME = sevenseg
export VERILOG_FILES = /design/flow/design.v
export SDC_FILE = /design/flow/constraint.sdc
export NUM_CORES = 4
export LEC_CHECK = 1
export CORE_AREA = 10 10 70 70
export DIE_AREA = 0 0 80 80
```

## /design/flow/constraint.sdc

```tcl
current_design sevenseg

set clk_period 3.0
set clk_io_pct 0.2

create_clock -name clk0 -period $clk_period [get_ports {CLK}]

set non_clock_inputs [all_inputs -no_clocks]
set_input_delay [expr $clk_period * $clk_io_pct] -clock clk0 $non_clock_inputs
set_output_delay [expr $clk_period * $clk_io_pct] -clock clk0 [all_outputs]
```

==> results_dict.tcl <==
# implementation run metrics
set metrics [dict create \
    fmaxAchievable_mhz 321 \
    status "finished with violations" \
    dpl_worst_slack_ns -0.505 \
    met2_usage_pct 18.3 \
    wirelength_mm 3.17 \
    final_cell_area_mm2 0.00186 \
    drt.antenna.violating_nets 0 \
    grt_pass1_vias 1156 \
    placementRows 21 \
    drt-initial-drc-count 11 \
    cts_num_sinks 3 \
    stage_log_warnings 36 \
    top_register "count" \
    portBuffers 48 \
    synth.ff_latch_count 3 \
    cp.arrival_ns 2.52 \
    timing.final.hold_violations 0 \
    routedWlPerCell_um 13.7 \
    post_synth_instance_area_um2 882 \
    yosys-stat-area_um2 882 \
    die_w_um 80 \
    required_time_of_the_worst_setup_path_ns 2.40 \
    failed_checks "negative setup slack" \
    synth-cells-yosys 101 \
    clockBufferDepth 2 \
    core_util_floorplan_pct 25.8 \
    postCtsHoldBufs 0 \
    cts_root_buffer "clkbuf_4" \
    vias 1026 \
    fin_ws_ns -0.116 \
    worst_min_delay_path_category "input pin to async pin" \
    timing.setup.critical_path_class "flip-flop to primary output" \
    die_area_mm2 0.00640 \
    dp_hpwl_mm 2.58 \
    initial_antenna_violation_count 0 \
    synth.avg_cell_area_um2 8.73 \
    leakage_uw 0.000810 \
    core_area_mm2 0.00342 \
    gr-total-overflow 0 \
    ys_seq_share_pct 8.51 \
    grt_start_max_net_pins 13 \
    tritoncts.num_buffers 3 \
    crit_path_max_fanout 5 \
    gr-usage-met1_pct 11.6 \
    grt_pass1_wl_mm 5.21 \
    grt_most_used_layer "met2" \
    remaining_drc_errors 0 \
    layout_worst_path_cycle_share_pct 104 \
    largest_registers "count x3" \
    clock_transition_at_the_registers_of_the_reported_paths_ns 0.04 \
    grtUsageTotal_pct 9.74 \
    ys_dominant_reg_cell "dfrtp_1" \
    globalRouteMet3Util_pct 1.70 \
    clock_insertion_delay_worst_skew_ns 0.23 \
    cell_area_reported_after_detailed_placement_mm2 0.00160 \
    number_of_slew_limit_violations_in_the_final_report 0 \
    ios 50 \
    synthesis.yosys.warnings 1 \
    synth_cell_types 41 \
    maxCapViolCount 0 \
    postSynth.asyncResetShare_pct 100 \
    cts.htree.levels 1 \
    power_density_mw_per_mm2 125 \
    largest_register_ff_count 3 \
    setup_viol 7 \
    area_delta_synth_final_pct 111 \
    post_drt_via_cell_ratio 4.42 \
    edf_count 0 \
    worst_setup_path_end_kind "primary output" \
    tritoncts "done" \
    fin_crit_ns 3.12 \
    synthCells 101 \
    drive_gt1_share_pct 47.8 \
    die_ht_um 80 \
    skew_ns 0.000635 \
    vdd_ir_drop_max_v 0.000209 \
    routabilityCongestion 0.858 \
    fillCellCount 301 \
    drt_first_pass_iters 4 \
    antenna_cells_inserted 0 \
    grt_setup_unrepaired "yes" \
    cp-start-kind "flip-flop" \
]
## Yosys cell counts (all sizes together), types with 4 or more instances
library cell / n / area share, %
mux2i: 7 / 7.9
inv: 11 / 4.7
nor2: 4 / 1.7
buf: 6 / 5.4
mux2: 7 / 8.9
a22o: 4 / 4.0
nand2: 11 / 5.5
o21ai: 4 / 2.3
ha: 13 / 18
## timing repair
action / 4_1_cts / 5_1_grt
setup buffers: 8 / 2
setup endpoints to repair: 8 / 10
pin swaps: 15 / 11
gates resized: 54 / 7
## area by class of cell
class                      count  area, um^2  area share [%]
sequential                     3        75.1            4.03
inverter                      11        41.3            2.22
clock buffer                   4        26.3            1.41
multi-input combinational     81         888            47.7
timing repair buffer          87         772            41.5
tap                           46        57.6            3.09
## layer usage
layer | part of all wire, % | wire, um | vias up
met5 | 0 | 0 | -
met1 | 43 | 1370 | 470
li1 | - | - | 535
met4 | 0 | 0 | 0
met3 | 4.6 | 147 | 0
met2 | 52 | 1660 | 21
## critical path: stages, from the launching register on
cell and delay (ns):
dfrtp_1 0.42, ha_4 0.21, ha_4 0.18, buf_6 0.11, a22o_1 0.20, a221oi_4 0.20
a31oi_2 0.12, buf_4 0.17, buf_6 0.11, xnor2_2 0.11, a221o_1 0.32, buf_2 0.11
## placed cells by master, fill, tap and decap left out, types with 2 or more instances in the layout
cell / Yosys / final
a221oi_4: 1 / 2
a22o_1: 4 / 4
a31oi_4: 1 / 2
buf_2: 2 / 6
buf_4: 2 / 34
buf_6: 2 / 4
clkbuf_4: 0 / 3
clkdlybuf4s50_1: 0 / 40
dfrtp_1: 3 / 3
ha_1: 13 / 4
ha_2: 0 / 2
ha_4: 0 / 7
inv_1: 11 / 7
inv_2: 0 / 4
mux2_2: 7 / 7
mux2i_1: 7 / 7
nand2_1: 10 / 9
nor2_1: 4 / 3
nor3_2: 1 / 2
o21ai_1: 0 / 2
o22ai_2: 0 / 2
or2_4: 0 / 2
## cell families after synthesis
kind of cell / after synthesis / share of synthesized area, %
mux: 14 / 16.9
buf+inv: 17 / 10.1
simple gates: 30 / 19.6
flops: 3 / 8.51
other cells: 1 / 0.425
compound gates: 22 / 25.1
xor+xnor: 1 / 0.993
fa+ha+maj: 13 / 18.4
## power breakdown
part	internal (uW)	leakage [uW]	total (uW)	switching, uW
logic	81.5	0.000752	120	39.0
clock network	49.9	0.0000150	71.5	21.6
registers	40.7	0.0000426	40.7	0
total	172	0.000810	233	60.6
## path summary, 6_finish.rpt
check                               from  endpoint  slack, ns  cells past startpoint
worst max-delay path            count[0]        sA      -0.12                     11
worst min-delay path                 RST  count[0]       0.53                      2
worst max register to register  count[0]  count[2]       1.98                      3
worst min register to register  count[1]  count[1]       0.68                      2
max in group asynchronous            RST  count[2]       2.34                      2
min in group clk0               count[1]  count[1]       0.68                      2
## metrics by stage
| step | setup TNS, ns | power [uW] | hold slack, ns | std cells | util, % |
|---|---|---|---|---|---|
| after floorplan | 0 | 78.7 | 0.354 | 101 | - |
| final | -0.648 | 233 | 0.532 | 232 | 54.5 |
| after global placement | -2.67 | 154 | 0.600 | 218 | 46.9 |
| after CTS | -0.774 | 235 | 0.525 | 230 | 53.0 |
| after global routing | -1.62 | 251 | 0.552 | 232 | 54.5 |
| after detailed placement | -3.05 | 155 | 0.605 | 218 | 46.9 |
Power figures rest on the tool's default switching activity, not on a simulated workload.
